[/design/flow/config.mk]
export PLATFORM = sky130hd
export DESIGN_NAME = Mixer
export DESIGN_NICKNAME = Mixer
export VERILOG_FILES = /design/flow/design.v
export SDC_FILE = /design/flow/constraint.sdc
export NUM_CORES = 4
export LEC_CHECK = 1
export CORE_UTILIZATION = 30
[/design/flow/run.sh]
#!/bin/bash
# OpenROAD 26Q1-2900-gdf79404cd8, Yosys 0.63+post, stock flow scripts
make -C /OpenROAD-flow-scripts/flow DESIGN_CONFIG=/design/flow/config.mk WORK_HOME=/design/flow/orfs finish
[/design/flow/constraint.sdc]
current_design Mixer

set clk_period 16.6
set clk_io_pct 0.2

create_clock -name clk0 -period $clk_period

set non_clock_inputs [all_inputs -no_clocks]
set_input_delay [expr $clk_period * $clk_io_pct] -clock clk0 $non_clock_inputs
set_output_delay [expr $clk_period * $clk_io_pct] -clock clk0 [all_outputs]
[/design/flow/design.v]
module Mixer #(
        parameter num_of_bits_internal = 32,
        parameter num_of_bits_io       = 16
    )
    ( 
        input logic signed[num_of_bits_io-1:0] lo_i,          
        input logic signed[num_of_bits_io-1:0] qlo_i,         
        input logic signed[num_of_bits_io-1:0] signalr_i,     
        input logic signed[num_of_bits_io-1:0] signali_i,     
        output logic signed[num_of_bits_io-1:0] signalr_o,    
        output logic signed[num_of_bits_io-1:0] signali_o     
    );
    logic signed[num_of_bits_internal-1:0] product_rr;
    logic signed[num_of_bits_internal-1:0] product_ii;
    logic signed[num_of_bits_internal-1:0] product_ri;
    logic signed[num_of_bits_internal-1:0] product_ir;
    assign product_rr = signalr_i * lo_i;
    assign product_ii = signali_i * qlo_i;
    assign product_ri = signalr_i * qlo_i;
    assign product_ir = signali_i * lo_i;
    assign signalr_o = num_of_bits_io'((product_rr - product_ii) >>> (num_of_bits_internal - num_of_bits_io));
    assign signali_o = num_of_bits_io'((product_ri + product_ir) >>> (num_of_bits_internal - num_of_bits_io));
endmodule
==> results.sh <==
# implementation run metrics
export IMPL_status="complete, no violations"
export IMPL_p_int_mw=19.1
export IMPL_place_hpwl_mm=80.0
export IMPL_tns_ps=0
export IMPL_fp_util=0.304
export IMPL_final_cells=5881
export IMPL_tightest_slew_ps=937
export IMPL_warnings=36
export IMPL_switchingPower_mw=17.3
export IMPL_place_ws_ps=1250
export IMPL_wl_mm=94.7
export IMPL_worstSetupPathType="primary input to output port"
export IMPL_hold_depth=9
export IMPL_hold_viol_final=0
export IMPL_syn_area_per_cell_um2=9.36
export IMPL_setup_viol=0
export IMPL_grt_start_max_net_pins=35
export IMPL_p_sw_frac=0.475
export IMPL_hold_path_class="primary input to output port"
export IMPL_grt_use_total=0.164
export IMPL_flops=0
export IMPL_p_leak_nw=21.4
export IMPL_start_kind="primary input"
export IMPL_core_area_um2=128000
export IMPL_dr_pass1_iters=5
export IMPL_power_density_nw_per_um2=867
export IMPL_worstPathArrival_ps=12010
export IMPL_grt_pass1_wl_mm=157
export IMPL_synth_seq_share=0
export IMPL_io_pins=96
export IMPL_min_to="signalr_o[15]"
export IMPL_place_congestion=0.902
export IMPL_gr_total_overflow=0
export IMPL_peakVddDrop_mv=2.43
export IMPL_path_max_fanout=20
export IMPL_fp_dieW_um=362
export IMPL_area_growth_syn_to_layout_pct=7.88
export IMPL_cts_resized=0
export IMPL_ant_nets=0
export IMPL_rows=131
export IMPL_place_inst=5880
export IMPL_endpoint_kind="output port"
export IMPL_yosysWarnings=0
export IMPL_finalCriticalPeriod_ps=15330
export IMPL_finalMaxSlewViolations=0
export IMPL_final_layout_size_suffix_gt1_frac=0.0236
export IMPL_grt_pass1_vias=28300
export IMPL_routedWlPerCell_um=16.1
export IMPL_antenna_found_initial=11
export IMPL_ys_cells=4159
export IMPL_die_area_um2=131000
export IMPL_vias=25400
export IMPL_n_fill_cell=13200
export IMPL_setup_slack_ps=1270
export IMPL_remaining_drc_errors=0
export IMPL_period_used=0.923
export IMPL_rsz0062_at_grt="no"
export IMPL_lay_top_cells="1276 x inv_1, 1148 x fa_1, 509 x nand2_1"
export IMPL_synth_cells=4159
export IMPL_port_buffers=96
export IMPL_synth_cell_type_count=54
export IMPL_drt_initial_drc_count=812
export IMPL_fmax_mhz=65.3
export IMPL_slowest_delay_ps=820
export IMPL_ctsHoldBuffers=0
export IMPL_yosysChipArea_um2=38900
export IMPL_cap_violations=0
export IMPL_clkbuf_count=0
export IMPL_crit_slowest_cell="clkdlybuf4s50_1"
export IMPL_regArea_um2=0
export IMPL_post_cts_setup_buffers=0
export IMPL_path_buffers=9
export IMPL_crit_family="adder cells"
export IMPL_holdCritStartpoint="qlo_i[15]"
export IMPL_layout_top_cell="inv_1"
export IMPL_slew_limit_headroom=0.373
export IMPL_crit_top_cell="fa_1"
export IMPL_worstPathRequired_ps=13280
export IMPL_chipHeight_um=362
export IMPL_synthesis_area_um2=38900
export IMPL_vias_per_cell=4.33
-- power groups by stage --
stage                 Combinational [mW]  Sequential [mW]  Clock (mW)
after global routing                41.0                0           0
after CTS                           37.1                0           0
-- worst max-delay path by stage --
stage,startpoint,endpoint,slack [ps],depth (start not counted)
4_1_cts,signali_i[15],signalr_o[15],1210,26
5_1_grt,signalr_i[15],signalr_o[15],790,25
6_report,qlo_i[1],signalr_o[14],1270,27
-- cell usage after synthesis (2+ instances only) --
| library cell | instances | area (um^2) |
|---|---|---|
| and2_1 | 459 | 2870 |
| nand3_1 | 10 | 50.1 |
| xor2_1 | 15 | 131 |
| buf_1 | 3 | 11.3 |
| nand2_1 | 509 | 1910 |
| fa_1 | 1148 | 23000 |
| a21boi_0 | 2 | 15.0 |
| nor2_1 | 31 | 116 |
| a31o_2 | 2 | 17.5 |
| nor3_1 | 15 | 75.1 |
| clkbuf_1 | 189 | 709 |
| nand4b_1 | 2 | 17.5 |
| xnor2_1 | 62 | 543 |
| o21a_1 | 2 | 15.0 |
| a21o_1 | 14 | 105 |
| a211oi_1 | 6 | 45.0 |
| a21oi_1 | 16 | 80.1 |
| nand2b_1 | 26 | 163 |
| nor2b_1 | 29 | 181 |
| inv_1 | 1276 | 4790 |
| ha_1 | 299 | 3740 |
| o21bai_1 | 6 | 45.0 |
| nand4_1 | 4 | 25.0 |
| o21ai_0 | 4 | 20.0 |
-- layout make-up --
cell class | instances | area, um^2 | area share
Tap cell | 1729 | 2160 | 0.0515
Inverter | 1276 | 4790 | 0.114
Antenna cell | 1 | 2.50 | 0.0000596
Timing Repair Buffer | 184 | 1620 | 0.0386
Multi-Input combinational cell | 2691 | 33400 | 0.796
-- metal layers --
| layer | vias up | GRT usage | wire length [um] |
|---|---|---|---|
| met5 | - | 0 | 115 |
| met4 | 18 | 0.0115 | 857 |
| met3 | 61 | 0.0794 | 10900 |
| met2 | 947 | 0.256 | 45500 |
| met1 | 12900 | 0.222 | 37400 |
| li1 | 11500 | - | - |
-- metrics by stage --
stage          hold WS, ps  instance area, um^2  power (mW)  utilization
5_1_grt               8830                42000        41.0        0.328
2_1_floorplan         7210                38900        21.0            -
3_3_place_gp          8710                42000        36.9        0.328
4_1_cts               8690                42000        37.1        0.328
6_report              8660                42000        36.4        0.328
3_5_place_dp          8670                42000        36.9        0.328
-- cells by family after synthesis --
group	share of synthesized area
XOR/XNOR	0.0173
AND-OR/OR-AND	0.0139
adder cells (fa/ha/maj)	0.687
buffers and inverters	0.142
multiplexers	0.000257
AND/OR/NAND/NOR	0.140
Power is estimated from default activity; no workload was simulated.
