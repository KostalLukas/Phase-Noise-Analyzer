==> flow/design.v <==
module simple_dual_port_ram_dual_clock
#(
    parameter DATA_WIDTH = 8,
    parameter ADDR_WIDTH = 4
)
(
    input  logic [(DATA_WIDTH-1):0]      data,
    input  logic [(ADDR_WIDTH-1):0]      read_addr, write_addr,
    input  logic                         we,
    input  logic                         read_clock, write_clock,
    output logic [(DATA_WIDTH-1):0]      q
);
    logic [DATA_WIDTH-1:0] ram[2**ADDR_WIDTH-1:0];
    always_ff @ (posedge write_clock) begin
        if (we) begin
            ram[write_addr] <= data;
        end
    end
    always_ff @ (posedge read_clock) begin
        q <= ram[read_addr];
    end
endmodule
module ex03_1(
    input           MAX10_CLK1_50,   
    input  [1:0]    KEY,             
    output [9:0]    LEDR,            
    input  [9:0]    SW,              
    output [7:0]    HEX0, HEX1, HEX2, HEX3, HEX4,
    output logic    TXD
);
    logic [7:0] ram_data_in, ram_data_out;
    logic [3:0] addr;
    logic       we;
    assign ram_data_in = SW[7:0];     
    assign addr = 4'd0;               
    assign we = ~KEY[0];              
    logic rst;
    logic clk;
    logic tick;
    logic trigger; 
    assign rst = ~KEY[1];
    assign clk = MAX10_CLK1_50;
    assign trigger = ~KEY[0];
    wire uart_busy;
    wire uart_tx;
    simple_dual_port_ram_dual_clock ram_inst (
        .data       (ram_data_in),
        .read_addr  (addr),
        .write_addr (addr),
        .we         (we),
        .read_clock (MAX10_CLK1_50),
        .write_clock(MAX10_CLK1_50),
        .q          (ram_data_out)
    );
     uart_tx uart_instance (
        .clk_50M     (clk),
        .data_raw    (ram_data_out),
        .trigger_raw (trigger),       
        .busy        (uart_busy),
        .serial_out  (uart_tx)
    );
    assign LEDR[7:0] = ram_data_out;
    assign LEDR[8] = 2'b00;
    assign TXD = uart_tx;
    assign LEDR[9] = uart_busy;
    assign HEX0 = 8'hFF;
    assign HEX1 = 8'hFF;
    assign HEX2 = 8'hFF;
    assign HEX3 = 8'hFF;
    assign HEX4 = 8'hFF;
endmodule
`default_nettype none                   
module uart_tx
(
   input              clk_50M,          
   input     [7:0]    data_raw,         
   input              trigger_raw,      
   output reg         busy,             
   output reg         serial_out        
);
reg          [3:0]    tx_state  = 0;    
reg          [9:0]    data_aug  = 0;    
reg          [3:0]    tx_index  = 0;    
reg         [31:0]    bit_delay = 0;    
reg                   trigger_0 = 0;    
reg                   trigger   = 0;    
localparam STATE_IDLE           = 4'b0000;  
localparam STATE_TRANSMITTING   = 4'b0001;  
localparam STATE_CLEANUP        = 4'b0010;  
localparam CLKS_PER_BIT =    868;    
always @(posedge clk_50M) begin
   case (tx_state)
      STATE_IDLE: begin
         busy       <= 1'b0;                            
         serial_out <= 1'b1;                            
         if (trigger) begin                             
            data_aug <= {1'b1, data_raw[7:0], 1'b0};    
            busy      <=  1'b1;                         
            bit_delay <= 32'b0;                         
            tx_index  <=  4'd0;                         
            tx_state  <= STATE_TRANSMITTING;            
         end
      end
      STATE_TRANSMITTING: begin
         serial_out <= data_aug[tx_index];     
         bit_delay  <= bit_delay + 32'd1;      
         if (bit_delay>CLKS_PER_BIT) begin     
            if (tx_index==9) begin             
               tx_state <= STATE_CLEANUP;      
            end else begin
               tx_index  <= tx_index + 4'd1;   
               bit_delay <= 32'd0;             
            end
         end 
      end
      STATE_CLEANUP: begin
         bit_delay <= bit_delay + 32'd1;       
         if (bit_delay>5*CLKS_PER_BIT) begin   
            tx_state <= STATE_IDLE;           
         end      
      end
      default: begin
         tx_state <= STATE_IDLE;
      end
   endcase
end
always @(posedge clk_50M) begin
   trigger_0 <= trigger_raw;
   trigger   <= trigger_0;
end
endmodule
==> flow/run.sh <==
#!/bin/bash
# OpenROAD 26Q1-2900-gdf79404cd8, Yosys 0.63+post, stock flow scripts
make -C /OpenROAD-flow-scripts/flow DESIGN_CONFIG=/design/flow/config.mk WORK_HOME=/design/flow/orfs finish
==> flow/config.mk <==
export PLATFORM = sky130hd
export DESIGN_NAME = ex03_1
export DESIGN_NICKNAME = ex03_1
export VERILOG_FILES = /design/flow/design.v
export SDC_FILE = /design/flow/constraint.sdc
export NUM_CORES = 4
export LEC_CHECK = 1
export CORE_UTILIZATION = 50
==> flow/constraint.sdc <==
current_design ex03_1

set clk_period 5.0
set clk_io_pct 0.2

create_clock -name clk0 -period $clk_period [get_ports {MAX10_CLK1_50}]

set non_clock_inputs [all_inputs -no_clocks]
set_input_delay [expr $clk_period * $clk_io_pct] -clock clk0 $non_clock_inputs
set_output_delay [expr $clk_period * $clk_io_pct] -clock clk0 [all_outputs]
==> design notes <==
In the synthesis report, Yosys lists the chip area as 3470 um^2. Nets still carrying antenna violations after routing amount to 0. The design draws 1.90 mW. With the number of global-route vias before repair at 1761, the distinct cell type count after synthesis is 39. Walking the critical path from launch to capture passes 8 cell instances. Setup repair after global routing left no endpoint under its margin. Among logic cells in the layout, the one with the most instances is sky130_fd_sc_hd__edfxtp_1. For the pin with the worst max-slew slack, the measured transition is 0.791 ns.

In the log, the iteration count for the first detailed-route pass is 6. By instance count after routing, the leading logic cell types are sky130_fd_sc_hd__edfxtp_1 (57), sky130_fd_sc_hd__conb_1 (42), sky130_fd_sc_hd__xor2_1 (24), sky130_fd_sc_hd__nor2_2 (24), sky130_fd_sc_hd__clkdlybuf4s50_1 (19). The minimum clock period after layout is 2.44 ns, and the core utilization before placement is 51.4%.

With the die width at 85.3 um, the number of gates resized after cts is 0. The number of warnings printed during yosys synthesis was 2; the detail-routed via count per cell was 4.87. The worst setup path category was flip-flop to flip-flop. In this run the count of I/O pins placed on the die edge is 64. Per the OpenROAD power report, leakage power amounts to 1.36 nW.

After global routing, the most crowded layer is met1. The total die area is 7280 um^2. STA lists the maximum fanout along the critical path as 32. The clock arrives with 0.00629 ns of skew.

In this run the mean area of a mapped cell was 12.1 um^2. The run gives 28.5% for the met1 capacity usage during global routing. The number of H-tree levels came out at 3. In this run the register-to-register setup slack is 2.56 ns. The logs give 0 for the initial antenna violation count and 0 for the total count of max-transition violations in the final report. Kind of launch point of the worst setup path: a flip-flop. The layout has 581 filler cells. The stage logs contain a warning count of 33. Clock tree synthesis inserted a total of 9 buffers.

Adding up every negative setup slack in the final design gives 0 ns. Overall fraction of global-route tracks in use: 15.5%. Setup violations remaining at the end of the flow were counted as 0. The run gives 67 for the number of synthesized register bits. In this run the layout overhead on the synthesized area is reported as 7.78%. The number of rows created at floorplan was 30.

The total clock sinks was 67; the largest vdd supply drop was 0.229 mV. The final layout contains routed wiring with a total length of 4910 um. The power per unit of standard cell area came out at 509 nW/um^2. For this run, the leading register cell type out of synthesis is sky130_fd_sc_hd__edfxtp_1. The tools report the met2 track demand over resource as 21.9%. The most critical setup path has its startpoint at uart_instance.bit_delay[0].

The critical path contains buffers and inverters numbering 3 combined. The logs give 0 for the total global routing overflow and 2.64 ns for the critical path arrival. Per STA, the worst path is made up of inv_1 > ha_1 > inv_1 > a2111o_1 > a2111oi_4 > o221ai_4 > buf_4 > nor2_1. The post-synth count of flops with an enable pin is 57. In the finished design, the share of the clock period the worst path needs comes to 48.9%.

The OpenROAD report gives the critical path a required time of 5.20 ns. The run gives 0 as the post-CTS setup buffer count. Measured against its own limit, the worst slew margin works out to 46.8%. The top cell type by area accounts for 49.3% of the synthesized area.

The tools report the area inside the core boundary as 6760 um^2. The final route contains 1925 vias. The flow reports an fmax of 0.409 GHz.

The share of the Yosys chip area taken by registers is 55.1%. Summed over all instances, the cell type with the most area after synthesis is sky130_fd_sc_hd__edfxtp_1. With the average wire per cell in the routed design at 12.4 um, the number of violations of the max-capacitance limit is 0. Clock-pin transition on the worst setup and hold timing paths: 0.08 ns. The worst setup path is captured at a flip-flop. In the post-synthesis netlist, the biggest area contributors are sky130_fd_sc_hd__edfxtp_1 (49%), sky130_fd_sc_hd__buf_4 (9.1%), sky130_fd_sc_hd__xor2_1 (6.1%).

Counting instances, the worst hold path has a depth of 0. Clock tree synthesis selected as its root buffer the cell sky130_fd_sc_hd__clkbuf_8. Per the hold report, the tightest min-delay path originates at uart_instance.trigger_0. The run finished with clean final reports.

The placer's final routability congestion estimate was 0.828. TritonCTS built the clock tree. For the synthesized area, the log shows 3470 um^2. The most common cell type on the critical path is sky130_fd_sc_hd__inv_1. Of all flip-flops after synthesis, the portion carrying an async set or reset was 0%.

The cell with the largest stage delay on the worst path was sky130_fd_sc_hd__edfxtp_1. Once detailed placement completed, the half-perimeter wirelength came to 3200 um. The startpoint of the lowest-slack register-to-register path was uart_instance.bit_delay[0]. Count of port buffers added during placement: 19. The worst register-to-register path ends at uart_instance.bit_delay[27]. Gate family responsible for the most delay along the worst path: AND-OR/OR-AND gates. The largest incremental delay on the critical path is 0.48 ns.

After synthesis, the design contains 288 cells according to Yosys. The number of hold buffers added after CTS was 0. The DRC violation count after routing was 0. The layout cell share with drive strength beyond 1 is 15.6%.

The worst-case reg-to-reg path depth works out to 8. Capture point of the worst path: uart_instance.bit_delay[27]. The final number of hold-violating endpoints is 0, and the met3 track demand over resource in global routing is 2.37%.

Entering global routing, the biggest net connects 33 pins. The first routing iteration left 110 violations. The first global-routing pass estimated 8490 um of wire. The clock latency at the later pin of the worst-skew pair is 0.34 ns. The die height was 85.3 um.

With the number of buffers on the longest clock path at 2, the instance tally after logic synthesis is 288. According to the hold report, the worst path is of the flip-flop to flip-flop type. Per the detail_route report, inserted antenna diodes total 0.
-- worst register-to-register path: cells and delay by family (launching register included) --
family | cells | cell delay (ns)
buf+inv | 3 | 0.47
flops | 1 | 0.48
fa+ha+maj | 1 | 0.15
compound gates | 3 | 1.03
simple gates | 1 | 0.17
-- power by group --
group          switching, mW  leakage (nW)  internal [mW]
clock                  0.215        0.0896          0.182
sequential             0.175         0.674          0.843
combinational          0.283         0.596          0.206
total                  0.672          1.36           1.23
-- cells in the mapped netlist, drive strengths merged, types with 2 or more instances --
master / number
ha: 8
conb: 2
buf: 46
nand2: 10
clkbuf: 4
nor2: 41
xnor2: 8
or3: 3
and4: 3
and2: 3
nand2b: 2
nor4: 8
xor2: 24
a211oi: 2
nor2b: 3
nand3: 13
dfxtp: 10
nand4: 11
a21oi: 4
edfxtp: 57
and3: 4
mux2i: 2
inv: 9
-- through the flow --
step                      setup WS (ns)  utilization [%]  instance area [um^2]  hold WS (ns)  std cells
after floorplan                    2.42                -                  3620         0.310        328
after global placement             2.61             52.8                  3570         0.311        379
after detailed placement           2.57             52.8                  3570         0.312        379
after CTS                          2.54             55.4                  3740         0.329        395
after global routing               2.40             55.4                  3740         0.332        395
final                              2.56             55.4                  3740         0.328        395
-- state kept, by name, summed over array words and instances, names as in the netlist --
register,cells
uart_instance.serial_out,1
uart_instance.tx_state,2
uart_instance.data_aug,9
ram_inst.q,8
uart_instance.tx_index,4
uart_instance.bit_delay,32
uart_instance.trigger_0,1
ram_inst.ram,8
uart_instance.trigger,1
uart_instance.busy,1
-- worst min path at each step --
stage                                    to  slack (ns)
after CTS             uart_instance.trigger        0.33
after global routing  uart_instance.trigger        0.33
final                 uart_instance.trigger        0.33
-- routing by layer --
| metal | part of all wire (%) | up-vias |
|---|---|---|
| li1 | - | 975 |
| met1 | 51 | 895 |
| met2 | 44 | 46 |
| met3 | 3.3 | 9 |
| met4 | 1.9 | 0 |
| met5 | 0 | - |
-- cells by family after synthesis --
kind of cell / count (synthesis) / synth area share, %
AND-OR/OR-AND: 13 / 3.39
XOR/XNOR: 32 / 8.07
adder cells (fa/ha/maj): 8 / 2.88
buffers and inverters: 59 / 11.8
flip-flops: 67 / 55.1
multiplexers: 3 / 1.23
other: 2 / 0.216
AND/OR/NAND/NOR: 104 / 17.4
-- final cells by class --
| cell class | instances | area [um^2] | area share [%] |
|---|---|---|---|
| sequential | 67 | 1910 | 51.1 |
| multi-input combinational | 202 | 1320 | 35.1 |
| timing repair buffer | 21 | 205 | 5.48 |
| clock buffer | 9 | 124 | 3.31 |
| tap | 80 | 100 | 2.67 |
| clock inverter | 7 | 52.6 | 1.40 |
| inverter | 9 | 33.8 | 0.903 |
Power and IR drop assume default switching activity.
