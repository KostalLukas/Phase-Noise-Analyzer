## flow/config.mk

```make
export PLATFORM = sky130hd
export DESIGN_NAME = AdcReader
export DESIGN_NICKNAME = AdcReader
export VERILOG_FILES = /design/flow/design.v
export SDC_FILE = /design/flow/constraint.sdc
export NUM_CORES = 4
export LEC_CHECK = 1
export CORE_AREA = 10 10 108 108
export DIE_AREA = 0 0 118 118
```

## flow/constraint.sdc

```tcl
current_design AdcReader

set clk_period 3.2
set clk_io_pct 0.2

create_clock -name clk0 -period $clk_period [get_ports {clk_i}]

set non_clock_inputs [all_inputs -no_clocks]
set_input_delay [expr $clk_period * $clk_io_pct] -clock clk0 $non_clock_inputs
set_output_delay [expr $clk_period * $clk_io_pct] -clock clk0 [all_outputs]
```

## flow/design.v

```verilog
module AdcReader (    
    input                   clk_i,       
    input                   reset_i,     
    output signed [15:0]    data_o,      
    input                   start_i,     
    output                  is_idle_o,   
    output                  spi_clk_o,   
    output                  spi_mosi_o,  
    output                  cnv_o,       
    input                   spi_miso_i   
    );
    typedef enum logic [4:0] {
        IDLE,            
        CNV_DOWN,        
        CLK_SET,         
        CLK_LOW,         
        DONE             
    } state_t;
    state_t state_q, state_d;
    logic [3:0] bit_counter_q, bit_counter_d;
    logic [15:0] data_rx_q, data_rx_d;
    logic signed [15:0] out_data_q, out_data_d;
    always_ff @(posedge clk_i) begin
        if (reset_i) begin
            state_q <= IDLE;
            bit_counter_q <= 0;
            data_rx_q <= 0;
            out_data_q <= 0;
        end else begin
            state_q <= state_d;
            bit_counter_q <= bit_counter_d;
            data_rx_q <= data_rx_d;
            out_data_q <= out_data_d;
        end
    end
    always_comb begin
        state_d = state_q;
        bit_counter_d = bit_counter_q;
        data_rx_d = data_rx_q;
        out_data_d = out_data_q;
        if (state_q == IDLE) begin
            bit_counter_d = 15;
            if (start_i) state_d = CNV_DOWN;
        end
        if (state_q == CNV_DOWN) begin
            state_d = CLK_SET;
        end
        if (state_q == CLK_SET) begin
            data_rx_d[bit_counter_q] = spi_miso_i;
            state_d = CLK_LOW;
        end
        if (state_q == CLK_LOW) begin
            if (bit_counter_q > 0) begin
                bit_counter_d = bit_counter_q - 4'd1;
                state_d = CLK_SET;
            end else state_d = DONE;
        end
        if (state_q == DONE) begin
            if (!start_i) state_d = IDLE;
            out_data_d = $signed(data_rx_q);
        end
    end
    assign spi_mosi_o = 1;
    assign spi_clk_o = (state_q == CLK_SET);
    assign cnv_o = ((state_q == IDLE) | (state_q == DONE));
    assign is_idle_o = (state_q == IDLE);
    assign data_o = out_data_q;
endmodule
```

## flow/run.sh

```bash
#!/bin/bash
# OpenROAD 26Q1-2900-gdf79404cd8, Yosys 0.63+post, stock flow scripts
make -C /OpenROAD-flow-scripts/flow DESIGN_CONFIG=/design/flow/config.mk WORK_HOME=/design/flow/orfs finish
```

==> reports/metrics.yaml <==
worst_setup_path:
  crit_path_top_delay_cell: "sky130_fd_sc_hd__dfxtp_1"
  timing.critical_path.arrival_ns: 2.45
  slowest_delay_ns: 0.57
  critical_path.cell_chain: "inv_1 -> ha_1 -> nor3b_2 -> nand4b_1 -> o22ai_1 -> mux2_1"
  path_buffers: 1
  critPathTopFamily: "flip-flops"
  cp_data_required_time_ns: 3.39
  timing.setup.critical_path_class: "reg -> reg"
  worst_setup_path_end_kind: "flop"
  cp-start-kind: "flop"
  crit_fanout: 12
cts:
  cts_tree: "built"
  clock_latency_ns: 0.30
  ctsHoldBuffers: 0
  worst_setup_hold_path_clk_slew_ns: 0.08
  post-cts-setup-buffers: 0
  cts_resized: 0
  cts.htree.levels: 2
  tritoncts_buffer_count: 5
  cts_sinks: 41
  root_buffer: "sky130_fd_sc_hd__clkbuf_8"
  clock_tree.buffer_depth: 2
pwr:
  post-layout-total-power_mw: 1.02
  power.static_leakage_nw: 0.770
  pwr_density_cell_mw_per_mm2: 430
  peakVddDrop_mv: 0.220
placed_design:
  detailedPlace.worstSlack_ns: 0.972
  gp_congestion: 0.926
  number_of_cells_after_detailed_placement: 345
  dp_hpwl_mm: 3.36
  number_of_i_o_port_buffers: 22
final_timing:
  tns_ns: 0
  final_period_minus_worst_setup_slack_ns: 2.26
  final_max_slew_viol_count: 0
  final_min_period_over_clock_period: 0.706
  worst-slew-pin-transition_ns: 0.730
  final.setup.worst_slack_ns: 0.940
  fmax_mhz: 443
  hold_viol: 0
  fin_worst_skew_ns: 0.00699
  whs_ns: 0.448
  setup_viol_count_final: 0
  setup_repair_after_global_routing_missed_its_margin: "no"
  timing.slew.headroom: 0.510
global_route:
  globalRoute.totalOverflow: 0
  grt_antenna_before_repair: 0
  number_of_global_route_vias_before_repair: 1517
  wire_length_of_the_first_global_routing_pass_mm: 8.16
  grt_util_all_layers: 0.0702
  grt_start_max_net_pins: 42
synthesis:
  synthDistinctLibCells: 44
  post_synth_fa_ha_maj_area_fraction: 0.0258
  synth-compound-area-share: 0.200
  synth-seq-area-share: 0.423
  fraction_of_registers_with_async_set_reset: 0
  flop_cell: "sky130_fd_sc_hd__dfxtp_1"
  number_of_synthesized_register_bits: 41
  synth.top_cell.area_share: 0.423
  syn-cell-area_mm2: 0.00194
  post_synth_inst_count: 205
  synth.top_cells.by_area: "sky130_fd_sc_hd__dfxtp_1 (42%), sky130_fd_sc_hd__mux2i_1 (9.8%), sky130_fd_sc_hd__nor2_1 (5.2%)"
  synthMuxAreaShare: 0.110
  number_of_cell_instances_after_yosys_synthesis: 205
  synth.yosys.chip_area_mm2: 0.00194
  syn_avg_cell_area_um2: 9.47
  synth.logic.top_family: "AND-OR/OR-AND gates"
  synthDominantAreaCellType: "sky130_fd_sc_hd__dfxtp_1"
  number_of_enable_flip_flop_cells: 0
  xor_and_xnor_fraction_of_the_mapped_netlist_area: 0
  yosysMostFrequentCell: "sky130_fd_sc_hd__dfxtp_1"
  yosys_warnings: 1
  synth_simple_gate_area_share: 0.186
  top_cells_by_count: "sky130_fd_sc_hd__dfxtp_1 (41), sky130_fd_sc_hd__nor2_1 (27), sky130_fd_sc_hd__mux2i_1 (19)"
floorplanning:
  die_area_mm2: 0.0139
  die_x_um: 118
  core-area_mm2: 0.00928
  initial_utilization: 0.209
  top_level_ports: 24
  die_height_um: 118
  rows: 35
routing:
  drcViolationCount: 0
  wl_per_cell_um: 13.8
  drt-initial-drc-count: 219
  vias_per_cell: 4.41
  first_pass_iters: 4
  diodes: 0
  antenna_left: 0
  detailroute.via_count: 1556
  drt-total-wl_mm: 4.87
min_path:
  min_path_type: "reg -> reg"
run:
  warnings: 28
  cap_viol_max_count: 0
layout:
  fin_cells: 353
  layout-area-overhead-vs-synth_pct: 22.2
  final_layout_size_suffix_gt1_frac: 0.0982
status:
  run_status: "finished, final reports clean"
==> area by class of cell <==
type / count / area, µm²
Fill cell: 1014 / 6910
Multi-Input combinational cell: 141 / 1020
Sequential cell: 41 / 821
Timing Repair Buffer: 24 / 235
Tap cell: 129 / 161
Clock buffer: 7 / 96.3
Inverter: 10 / 37.5
Clock inverter: 1 / 5.00
==> logic make-up (layout without fill, tap and decap cells) <==
family                   count (synthesis)  after routing
buffers and inverters                   23             42
multiplexers                            21             21
AND-OR/OR-AND                           48             48
adder cells (fa/ha/maj)                  4              4
other                                    1              1
flip-flops                              41             41
AND/OR/NAND/NOR                         67             67
==> layout by cell type (no fill, tap or decap), types with 2 or more instances in the layout <==
| cell | synthesis | final |
|---|---|---|
| sky130_fd_sc_hd__mux2i_1 | 19 | 19 |
| sky130_fd_sc_hd__clkbuf_8 | 0 | 7 |
| sky130_fd_sc_hd__o32ai_1 | 6 | 6 |
| sky130_fd_sc_hd__a32o_1 | 6 | 6 |
| sky130_fd_sc_hd__buf_4 | 2 | 2 |
| sky130_fd_sc_hd__a22oi_1 | 2 | 2 |
| sky130_fd_sc_hd__nand3_1 | 4 | 4 |
| sky130_fd_sc_hd__nor2_1 | 27 | 27 |
| sky130_fd_sc_hd__nor3b_2 | 3 | 3 |
| sky130_fd_sc_hd__clkdlybuf4s50_1 | 0 | 22 |
| sky130_fd_sc_hd__nand2b_1 | 10 | 10 |
| sky130_fd_sc_hd__a41oi_1 | 6 | 6 |
| sky130_fd_sc_hd__ha_1 | 4 | 4 |
| sky130_fd_sc_hd__a211oi_1 | 3 | 3 |
| sky130_fd_sc_hd__dfxtp_1 | 41 | 41 |
| sky130_fd_sc_hd__a32oi_1 | 3 | 3 |
| sky130_fd_sc_hd__nand2_1 | 6 | 6 |
| sky130_fd_sc_hd__o31ai_1 | 6 | 6 |
| sky130_fd_sc_hd__nor2b_1 | 5 | 5 |
| sky130_fd_sc_hd__nor3_1 | 4 | 4 |
| sky130_fd_sc_hd__o21ai_0 | 7 | 7 |
| sky130_fd_sc_hd__inv_1 | 10 | 10 |
==> report_power, final <==
part | internal [mW] | switching, mW
sequential | 0.518 | 0.0196
clock | 0.195 | 0.180
combinational | 0.0399 | 0.0674
total | 0.753 | 0.267
==> final timing paths <==
check	start	end	slack [ns]	cells after the start
worst min-delay path	state_q[3]	state_q[2]	0.45	2
worst min register to register	state_q[3]	state_q[2]	0.45	2
worst max-delay path	bit_counter_q[0]	data_rx_q[4]	0.94	6
worst max register to register	bit_counter_q[0]	data_rx_q[4]	0.94	6
==> per-stage QoR <==
stage,utilization,instance area (µm²)
after floorplan,-,1940
after global placement,0.245,2270
after global routing,0.256,2370
after CTS,0.256,2370
final,0.256,2370
after detailed placement,0.245,2270
==> worst min-delay path, cell delays in order, from the launching register on <==
cell	delay, ns
sky130_fd_sc_hd__dfxtp_1	0.31
sky130_fd_sc_hd__nor2_1	0.04
sky130_fd_sc_hd__nor2_1	0.07
==> per-layer routing <==
layer	up-vias	share of wire	global-route usage
li1	780	-	-
met1	715	0.52	0.104
met5	-	0	0
met4	0	0.018	0.0139
met3	10	0.067	0.0219
met2	51	0.40	0.0979
==> flip-flops by register name (all words and copies together) (netlist names) <==
register       count
data_rx_q         16
out_data_q        16
state_q            5
bit_counter_q      4
Power and IR drop assume default switching activity.
